**design/flow/run.sh**
```bash
#!/bin/bash
# OpenROAD 26Q1-2900-gdf79404cd8, Yosys 0.63+post, stock flow scripts
make -C /OpenROAD-flow-scripts/flow DESIGN_CONFIG=/design/flow/config.mk WORK_HOME=/design/flow/orfs finish
```
**design/flow/config.mk**
```make
export PLATFORM = sky130hd
export DESIGN_NAME = bcd_to_7seg
export DESIGN_NICKNAME = bcd_to_7seg
export VERILOG_FILES = /design/flow/design.v
export SDC_FILE = /design/flow/constraint.sdc
export NUM_CORES = 4
export LEC_CHECK = 1
export CORE_AREA = 10 10 70 70
export DIE_AREA = 0 0 80 80
```
**design/flow/constraint.sdc**
```tcl
current_design bcd_to_7seg

set clk_period 1.0
set clk_io_pct 0.2

create_clock -name clk0 -period $clk_period

set non_clock_inputs [all_inputs -no_clocks]
set_input_delay [expr $clk_period * $clk_io_pct] -clock clk0 $non_clock_inputs
set_output_delay [expr $clk_period * $clk_io_pct] -clock clk0 [all_outputs]
```
**design/flow/design.v**
```verilog
`timescale 1ns / 1ps
module bcd_to_7seg(x, seg);
input [3:0] x;
output reg [7:0] seg;
always @(*) begin
    case(x)
        4'b0000 : seg = 8'b00111111;
        4'b0001 : seg = 8'b00000110;
        4'b0010 : seg = 8'b01011011;
        4'b0011 : seg = 8'b01001111;
        4'b0100 : seg = 8'b01100110;
        4'b0101 : seg = 8'b01101101;
        4'b0110 : seg = 8'b01111101;
        4'b0111 : seg = 8'b00000111;
        4'b1000 : seg = 8'b01111111;
        4'b1001 : seg = 8'b01100111;
        default : seg = 8'b00000000;
    endcase
end
endmodule
```
==> summary.log <==
[final_timing] setup repair after global routing missed its margin true
[floorplanning] total die area 0.006400 mm²
[place] placer's final routability congestion estimate 0.7784
[finish] Clock Buffer Count 0
[finish] area added between synthesis and finish 149.4%
[synth] cell with the most instances after synthesis sky130_fd_sc_hd__ha_1
[synth] Top area cell types sky130_fd_sc_hd__ha_1 (38%), sky130_fd_sc_hd__o22ai_1 (13%), sky130_fd_sc_hd__inv_1 (9.4%)
[finish] count of fill cells added during filler insertion 389
[final_timing] final hold violation count 0
[global_routing] pin count of the biggest net entering global routing 7
[synth] gate count of the mapped netlist 29
[worst_setup_path] nature of the critical path startpoint primary input
[detailed_routing] count of nets left with antenna violations after detail routing 0
[worst_hold_path] hold depth 3
[final_timing] setup total negative slack -1161 ps
[global_routing] antenna violations before repair 0
[final_timing] period utilisation layout 1.212
[synth] biggest area consumer among synthesized cells sky130_fd_sc_hd__ha_1
[outcome] violations in the final reports setup timing
[place] placed inst area 397.9 µm²
[run] number of warnings the tools reported 39
[final_timing] Final Setup Violations 7
[run] number of max-cap violations 0
[finish] sequential cell count 0
[detailed_routing] wire length per cell 8.737 µm
[floorplanning] I/O Pins 12
[final_timing] post-layout minimum cycle time 1212 ps
[global_routing] number of global-route vias before repair 268
[synth] Cell Type Count 13
[place] post-detail-place hpwl 593.1 µm
[floorplanning] height of the die 80 µm
[finish] layout cells sized above 1 0.7755
[final_timing] Slew Viols, Final 0
[worst_setup_path] Critical Path Sink Type primary output
[global_routing] wire length of the first global-routing pass 1283 µm
[synth] number of cells in the yosys synthesis report 29
[floorplanning] width of the chip 80 µm
[detailed_routing] DRC errors left 0
[worst_setup_path] crit path DAT 1010 ps
[detailed_routing] Diodes inserted 0
[finish] FF/Latch Area 0 µm²
[final_timing] Setup WS post-layout -212.2 ps
[finish] post-route cell area 499.2 µm²
[floorplanning] core utilization before placement 0.05861
[pwr] total power 0.0001841 W
[worst_setup_path] critical path type in2out
[worst_hold_path] path category of the worst min-delay check in2out
[synth] warning count from the yosys run 1
[synth] area fraction of the dominant cell type after synthesis 0.3750
[synth] yosys-reported design area after synthesis 200.2 µm²
[synth] netlist area before placement 200.2 µm²
[detailed_routing] iteration tally of the first detailed-router pass 3
[worst_setup_path] Max FO, Critical Path 2
[floorplanning] standard-cell rows 21
[detailed_routing] wire length reported by the detailed router 830 µm
[detailed_routing] DR vias 271
[detailed_routing] Vias/cell 2.853
[final_timing] Max Freq 0.8250 GHz
[synth] Avg Cell Area, Syn 6.903 µm²
[outcome] status complete, but fails checks
[synth] portion of the post-synthesis area used by sequential elements 0
[pwr] power density over cell area 368.9 mW/mm²
[synth] cell types with the highest counts after synthesis sky130_fd_sc_hd__ha_1 (6), sky130_fd_sc_hd__inv_1 (5), sky130_fd_sc_hd__o22ai_1 (4), sky130_fd_sc_hd__a21oi_1 (3)
[place] number of input and output port buffers inserted 11
[place] worst setup slack before clock tree synthesis -1018 ps
[worst_setup_path] Crit path required time 800 ps
[pwr] Static Leakage 0.2193 nW
[pwr] maximum vdd ir drop 0.00005808 V
[final_timing] final worst hold slack 744.6 ps
[global_routing] total global routing track utilization 0.02401
[global_routing] GRT Residual Overflow 0
[finish] Multi-input gate area 259.0 µm²
[floorplanning] area of the core 0.003416 mm²
[detailed_routing] DR iter-0 viols 14
[logic make-up after synthesis]
kind of cell	share of synthesized area
other	0.01873
buffers and inverters	0.1313
AND/OR/NAND/NOR	0.09376
AND-OR/OR-AND	0.3375
XOR/XNOR	0.04376
adder cells (fa/ha/maj)	0.3750
[per-stage QoR]
step,std cells,utilization
3_5_place_dp,90,0.1165
6_report,95,0.1462
4_1_cts,95,0.1432
3_3_place_gp,90,0.1165
2_1_floorplan,29,-
5_1_grt,95,0.1462
[metal layers]
layer	routed length, µm	part of all wire	up-vias	track usage
met3	90	0.11	0	0.007955
met5	0	0	-	0
met2	349	0.42	8	0.04254
met1	389	0.47	125	0.02900
li1	-	-	138	-
met4	0	0	0	0
[cell usage in the layout, fill, tap and decap left out, types with 2 or more instances in the layout]
| master | count |
|---|---|
| sky130_fd_sc_hd__buf_2 | 8 |
| sky130_fd_sc_hd__buf_4 | 6 |
| sky130_fd_sc_hd__buf_6 | 5 |
| sky130_fd_sc_hd__ha_4 | 4 |
| sky130_fd_sc_hd__inv_2 | 3 |
| sky130_fd_sc_hd__o22ai_1 | 3 |
| sky130_fd_sc_hd__a21oi_1 | 2 |
| sky130_fd_sc_hd__ha_2 | 2 |
[final cells by class]
type / instances / share of cell area
multi-input combinational: 23 / 0.5188
timing repair buffer: 21 / 0.3233
inverter: 5 / 0.04261
tap: 46 / 0.1153
[path summary, 6_finish.rpt]
kind	start	endpoint	slack, ps
setup / recovery	x[0]	seg[3]	-210
hold / removal	x[2]	seg[3]	740
[critical path, stage by stage]
cell	delay [ps]
sky130_fd_sc_hd__buf_8	100
sky130_fd_sc_hd__buf_6	110
sky130_fd_sc_hd__ha_4	150
sky130_fd_sc_hd__nor2_4	90
sky130_fd_sc_hd__buf_4	110
sky130_fd_sc_hd__a21oi_1	30
sky130_fd_sc_hd__o22ai_1	100
sky130_fd_sc_hd__buf_2	120
[timing repair]
item | in CTS | in global routing
setup endpoints to repair | 7 | 7
gates resized | 62 | 6
hold buffers | 0 | 0
setup buffers | 5 | 0
pin swaps | 9 | 1
[power breakdown]
group	switching [W]	internal, W
Sequential	0	0
Clock	0	0
Combinational	0.0000798	0.000104
Total	0.0000798	0.000104
No activity file was given, so power comes from the tool's default toggle rates.
